**/design/flow/config.mk**
```make
export PLATFORM = sky130hd
export DESIGN_NAME = process
export DESIGN_NICKNAME = process
export VERILOG_FILES = /design/flow/design.v
export SDC_FILE = /design/flow/constraint.sdc
export NUM_CORES = 4
export LEC_CHECK = 1
export CORE_UTILIZATION = 40
```
**/design/flow/constraint.sdc**
```tcl
current_design process

set clk_period 1.0
set clk_io_pct 0.2

create_clock -name clk0 -period $clk_period [get_ports {clk}]

set non_clock_inputs [all_inputs -no_clocks]
set_input_delay [expr $clk_period * $clk_io_pct] -clock clk0 $non_clock_inputs
set_output_delay [expr $clk_period * $clk_io_pct] -clock clk0 [all_outputs]
```
**/design/flow/design.v**
```verilog
`timescale 1ns / 1ps
module process(
	input clk,				 
	input [23:0] in_pix,	 
	output reg[5:0] row, col, 	 
	output reg out_we, 			 
	output reg[23:0] out_pix,	 
	output reg mirror_done,		 
	output reg gray_done,		 
	output reg filter_done);	 
reg[5:0] next_row, next_col;            	 
reg[4:0] state = 0 , next_state;		 
reg[23:0] pixel_1, pixel_2;					 
reg[7:0] gray_pixel;								 
reg[23:0] sharp_pix;								 
reg[7:0] cache1[0:63];							 
reg[7:0] cache2[0:63];							 
reg[7:0] cache3[0:63];							 
reg cache_middle, cache_right;				 
integer i, j;
always @(posedge clk) begin         
	state <= next_state;
	row <= next_row;
	col <= next_col;
end
always @(*) begin
	case(state)
		0: begin           			 
			next_row = 0;
			next_col = 0;
			mirror_done = 0;
			gray_done = 0;
			filter_done = 0;
			out_we = 0;
			next_state = 1;
			end
		1: begin					 
			pixel_1 = in_pix; 			 
			next_row = 63 - row; 		 
			next_state = 2;
			end
		2: begin
			pixel_2 = in_pix; 			 
			out_pix = pixel_1; 			 
			out_we = 1;
			next_row = 63 - row;			 
			next_state = 3;
			end
		3:begin
			out_pix = pixel_2;			 
			out_we = 1;
			if(row < 31) begin			 
				next_row = row + 1;
				next_state = 1;
				end
			else if (row == 31 && col < 63) begin
				next_row = 0;
				next_col = col + 1;
				next_state = 1;
				end
			else if (row == 31 && col == 63) begin
				next_state = 4;
				end
			end
		4: begin				 
			out_we = 0;
			mirror_done = 1; 
			next_state = 5;
			end
		5: begin               
			next_row = 0;
			next_col = 0;
			next_state = 6;
			end
		6: begin																			 
			if((in_pix[23:16] >= in_pix[15:8] && in_pix[15:8] >= in_pix [7:0]) || 
			(in_pix[23:16] <= in_pix[15:8] && in_pix[15:8] <= in_pix[7:0])) begin  
				gray_pixel = (in_pix[23:16] + in_pix[7:0]) / 2;
				end
			else if ((in_pix[23:16] >= in_pix[7:0] && in_pix[7:0] >= in_pix[15:8]) || 
			(in_pix[23:16] <= in_pix[7:0] && in_pix[7:0] <= in_pix[15:8])) begin  
				gray_pixel = (in_pix[15:8] + in_pix[23:16]) / 2;
				end
			else if ((in_pix[7:0] >= in_pix[23:16] && in_pix[23:16] >= in_pix[15:8]) ||
			(in_pix[7:0] <= in_pix[23:16] && in_pix[23:16] <= in_pix[15:8])) begin  
				gray_pixel = (in_pix[7:0] + in_pix[15:8]) / 2;
				end
				next_state = 7;
			end
		7: begin
				out_pix[15:8] = gray_pixel;                
				out_pix[23:16] = 0;
				out_pix[7:0] = 0;
				out_we = 1;
				if(row < 63) begin                         
					next_row = row + 1;
					next_state = 6;
				end
				else if (row == 63 && col < 63) begin
					next_row = 0;
					next_col = col + 1;
					next_state = 6;
					end
				else if (row == 63 && col == 63) begin
					next_state = 8;
				end
			end
		8: begin							 
			out_we = 0;
			gray_done = 1;
			next_state = 9;
			end
		9: begin										 
			next_row = 0;
			next_col = 0;
			cache_middle = 0;
			cache_right = 0;
			for(i = 0; i <= 63; i = i + 1) begin
				cache2[i] = 0;
				cache1[i] = 0;
				cache3[i] = 0;
				end
			next_state = 22;
			end
		27: begin										 
			for(i = 0; i <= 63; i = i + 1) begin
				cache2[i] = cache1[i];
				end
			next_state = 28;
			end
		28: begin										 
			for(j = 0; j <= 63; j = j + 1) begin
					cache1[j] = cache3[j];
					end
			next_state = 22;
			end
		22: begin											 
			if(cache_middle == 0) begin							 
				i = 0;
				next_state = 23;
				end
			else if(cache_right == 0 && col != 63) begin		 
				i = 0;
				next_col = col + 1;
				next_state = 25;
				end
			else begin
				next_state = 10;
				end
			end	
		23: begin											
					cache1[i] = in_pix[15:8];
					j = i + 1;
					next_row = row + 1;
					next_state = 24;
					end
		24: begin												 
				cache1[j] = in_pix[15:8];
				i = j + 1;
				if(row == 63) begin
					next_row = 0;
					cache_middle = 1;
					next_state = 22;
					end
				else begin 
					next_row = row + 1;
					next_state = 23;
					end
				end
		25: begin												 
					cache3[i] = in_pix[15:8];
					j = i + 1;
					next_row = row + 1;
					next_state = 26;
					end
		26: begin
				cache3[j] = in_pix[15:8];
				i = j + 1;
				if(row == 63) begin
					next_row = 0;
					next_col = col - 1;
					cache_right = 1;
					next_state = 22;
					end
				else begin
					next_row = row + 1;
					next_state = 25;
					end
				end
		10: begin												 
			if (row == 0 && col == 0) begin
				next_state = 11;
				end
			else if (row == 0 && col != 0) begin
				next_state = 12;
				end
			else if (row == 0 && col == 63) begin
				next_state = 13;
				end
			else if (row != 0 && col == 0) begin
				next_state = 14;
				end
			else if (row != 0 && col == 63) begin
				next_state = 15;
				end
			else if (row == 63 && col == 0) begin
				next_state = 16;
				end
			else if (row == 63 && col != 0) begin
				next_state = 17;
				end
			else if (row == 63 && col == 63) begin
				next_state = 18;
				end
			else begin
				next_state = 19;
				end
			end
		11: begin																			 
			sharp_pix = cache1[row] * 9 - cache1[row+1] - cache3[row] - cache3[row+1];		 
			next_state = 20;
			end
		12: begin
			sharp_pix = cache1[row] * 9 - cache2[row] - cache2[row+1] - cache1[row] -cache3[row] - cache3[row+1];
			next_state = 20;
			end
		13: begin
			sharp_pix = cache1[row] * 9 - cache1[row+1] -cache2[row] - cache2[row+1];
			next_state = 20;
			end
		14: begin
			sharp_pix = cache1[row] * 9 - cache1[row-1] - cache1[row+1] - cache3[row-1] - cache3[row] - cache3[row+1];
			next_state = 20;
			end
		15: begin
			sharp_pix = cache1[row] * 9 - cache1[row-1] - cache1[row+1] - cache2[row-1] - cache2[row] - cache2[row+1];
			next_state = 20;
			end
		16: begin
			sharp_pix = cache1[row] * 9 - cache1[row-1] - cache3[row] - cache3[row-1];
			next_state = 20;
			end
		17: begin
			sharp_pix = cache1[row] * 9 - cache2[row] - cache2[row-1] - cache1[row-1] -cache3[row] - cache3[row-1];
			next_state = 20;
			end
		18: begin
			sharp_pix = cache1[row] * 9 - cache1[row-1] -cache2[row] - cache2[row-1];
			next_state = 20;
			end
		19: begin
			sharp_pix = cache1[row] * 9 - cache1[row-1] - cache1[row+1] - cache2[row-1] - cache2[row] - cache2[row+1] 
							- cache3[row-1] - cache3[row] - cache3[row+1];
			next_state = 20;
			end
		20: begin									 
			if(sharp_pix < 0) begin
				out_pix[15:8] = 0;
				end
			else if (sharp_pix > 255) begin
				out_pix[15:8] = 255;
				end
			else begin
				out_pix[15:8] = sharp_pix[7:0];
				end
			out_we = 1;
			if(row < 63) begin							 
				next_row = row + 1;
				next_state = 10;
				end
			else if (row == 63 && col < 63) begin
				next_row = 0;
				cache_right = 0;
				next_col = col + 1;
				next_state = 27;
				end
			else if (row == 63 && col == 63) begin
				next_state = 21;
				end
			end
		21: begin							 
				filter_done = 1;
				out_we = 0;
				next_state = 21;
				end
		default : begin
			next_state = 0;
			end
	endcase
end
endmodule
```
**/design/flow/run.sh**
```bash
#!/bin/bash
# OpenROAD 26Q1-2900-gdf79404cd8, Yosys 0.63+post, stock flow scripts
make -C /OpenROAD-flow-scripts/flow DESIGN_CONFIG=/design/flow/config.mk WORK_HOME=/design/flow/orfs finish
```
==> results.txt <==
run metrics: largest net degree at the start of global routing 108, Die Ht roughly 440 um, pre-CTS setup slack 0.007052 ns, CTS Hold Bufs 0, Dominant Register Cell dlxtn_1, post-synthesis cell count about 9,500, I/O Buffers ~64, CTS Buf Count 3, Synth Cell Area 78,370 um2, Seq cells post-synth roughly 1,700, GPL Wtd Cong 1.330, Synth async-reset ratio 0, status aborted with a tool error, HPWL after detailed placement approximately 550,000 um, yosys cell count 9,456, # IOs between 60 and 70, Yosys cell types roughly 110, EDFF count, synth 0, die width approximately 440 um, number of global-route vias before repair 115,352, root buffer cell clkbuf_16, floorplan row count ~160, first-pass GRT wire length between 1,000,000 and 1,500,000 um, global route overflow between 800 and 900, CTS HTree Levels 1, count of unclocked register or latch pins 1,675, Clock Path Buffers 2, Core Util at FP 0.4023, Ys Warns around 100, Placed Area 85,700 um2, total track usage 0.9091, endpoints left unconstrained ~1,700, Cells after DPL between 10,000 and 15,000, Tool Error [ERROR GRT-0116] Global routing finished with congestion. Check the congestion regions in the DRC Viewer., syn avg cell area between 8 and 9 um2, yosys stat area 78,370 um2, Stop stage global routing (5_1_grt)
per-layer routing:
metal / GRT usage / GRT overflow
met1: 0.9201 / 109
met2: 0.9550 / 292
met3: 0.8788 / 169
met4: 0.8544 / 250
met5: 0.8076 / 22
stage by stage:
step	hold slack [ns]	power [mW]
4_1_cts	0.9390	4.901
3_5_place_dp	0.8798	4.063
3_3_place_gp	0.8971	3.986
2_1_floorplan	0.4939	3.247
synthesized netlist by cell type, types with 49 or more instances:
master | n | area [um2]
nor2_1 | 491 | 1843
fa_1 | 129 | 2582
and3_1 | 74 | 462.9
nand2b_1 | 49 | 306.5
o221ai_1 | 85 | 744.5
xnor2_1 | 89 | 779.5
inv_1 | 310 | 1164
a22o_1 | 586 | 5132
o21ai_0 | 198 | 991.0
nor4_1 | 82 | 513.0
a22oi_1 | 977 | 7335
nand4_1 | 324 | 2027
nor3_1 | 104 | 520.5
nand3_1 | 233 | 1166
xor2_1 | 52 | 455.4
a21oi_1 | 280 | 1401
ha_1 | 195 | 2440
nand2_1 | 340 | 1276
dlxtn_1 | 1627 | 24400
a222oi_1 | 67 | 670.6
buf_1 | 69 | 259.0
and2_1 | 525 | 3284
a221oi_1 | 570 | 4992
a21o_1 | 593 | 4452
clkbuf_1 | 660 | 2477
repair_timing:
action | 4_1_cts
setup endpoints to repair | 12
gates resized | 27
gates cloned | 0
buffers inserted | 9
cells by family after synthesis:
group | share of synthesized area
flip-flops | 0.004342
latches | 0.3205
adder cells (fa/ha/maj) | 0.06421
buffers and inverters | 0.05401
AND-OR/OR-AND | 0.3681
AND/OR/NAND/NOR | 0.1643
XOR/XNOR | 0.01604
multiplexers | 0.008126
Power and IR drop assume default switching activity.
